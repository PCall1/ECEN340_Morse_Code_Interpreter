[flow/run.sh]
#!/bin/bash
# OpenROAD 26Q1-2900-gdf79404cd8, Yosys 0.63+post, stock flow scripts
make -C /OpenROAD-flow-scripts/flow DESIGN_CONFIG=/design/flow/config.mk WORK_HOME=/design/flow/orfs finish
[flow/config.mk]
export PLATFORM = sky130hd
export DESIGN_NAME = source_sel
export DESIGN_NICKNAME = source_sel
export VERILOG_FILES = /design/flow/design.v
export SDC_FILE = /design/flow/constraint.sdc
export NUM_CORES = 4
export LEC_CHECK = 1
export CORE_AREA = 10 10 70 70
export DIE_AREA = 0 0 80 80
[flow/constraint.sdc]
current_design source_sel

set clk_period 1.1
set clk_io_pct 0.2

create_clock -name clk0 -period $clk_period [get_ports {clk}]

set non_clock_inputs [all_inputs -no_clocks]
set_input_delay [expr $clk_period * $clk_io_pct] -clock clk0 $non_clock_inputs
set_output_delay [expr $clk_period * $clk_io_pct] -clock clk0 [all_outputs]
[flow/design.v]
`timescale 1ns / 1ps
module source_sel(
    input b,
    input ext_b,
    input clk,
    input ext_rst,
    output rst,
    output d_out,
    output led
    );
    wire src_sw_rst;
    reg source_talking;
    reg source_talking_d1;
    assign rst = ext_rst || (source_talking ^ source_talking_d1);
    assign d_out_raw = b || ext_b;
    assign led = source_talking;
    reg [4:0] d_out_shift;
    always @(posedge ext_rst or posedge clk) begin
        if (ext_rst) begin
            source_talking <= 0;
        end
        else begin
            if (ext_b) begin
                source_talking <= 0;
            end
            else if (b) begin
                source_talking <= 1;
            end
            d_out_shift <= {d_out_shift[3:0], d_out_raw};
            source_talking_d1 <= source_talking;
        end
    end
    assign d_out = d_out_shift[4];
endmodule
==> notes.md <==
run metrics: Tmin final 1.22 ns, final setup fails 1, Setup WS post-layout -0.115 ns, Iteration-0 DRC Markers 3, R2R depth 1, first-pass GRT wire length 690 µm, fmax 0.823 GHz, max-cap violations 0, failing checks setup timing, ys flop type edfxtp_1, worst rel slew slack 90.0%, Setup Slack @ Placement -0.352 ns, synth cell count leaders 6 x edfxtp_1, 2 x nor2_1, Pwr Total 0.594 mW, Latency at later pin 0.25 ns, Post-Syn Instances 13, post-synth top area cell edfxtp_1, die area 6400 µm², Final Hold Viols 0, worst-margin pin slew 0.149 ns, CTS tree done, Via density 1.87, Core ar. 3420 µm², share of layout cells above drive strength 1 28.0%, DRT Wirelength 428 µm, Synth cell types 7, Yosys reg bits 7, chip area in the Yosys report 235 µm², clock slew at reported path FFs 0.05 ns, synthesis-to-finish area growth 67.6%, Clock Sinks 7, Top area cell types edfxtp_1 77%, dfrtp_1 11%, xnor2_1 3.7%, reg-to-reg endpoint source_talking_d1, Setup CP Type flop to output port, Final Core Density 11.5%, fin crit share 110%, Layout Cells excl Fill 71, post-DR wirelength/cell 6.03 µm, worst path arrival time 1.00 ns, unrepaired setup endpoints after global routing true, critical path capture point type output port, r2r startpoint source_talking, Seq/Total Area, Yosys 87.2%, Top cell area share 76.6%, Slew Viols, Final 0, DIE HEIGHT 80 µm, total gr overflow 0, Root Driver clkbuf_4, register-to-register setup slack 0.34 ns, Max VDD drop 0.323 mV, LEAKAGE 0.138 nW, clock skew 0.00398 ns, most numerous cell in the Yosys netlist edfxtp_1, port bufs 6, Top Ports 7, Inst Count DP 67, total CTS buffers 3, Post-synth EDFFs 6, 1st-pass router iterations 2, CP Max Fanout 2, Antenna diodes 0, Cell Area, Synth 235 µm², overall routing resource usage 1.47%, worst min path class input port to asynchronous set/reset pin, remaining antenna violation count after routing 0, crit path from source_talking, syn avg cell area 18.1 µm², Post-CTS Setup Bufs 0, GPL Wtd Cong 0.772, htree depth 1, PwrDens 1510 nW/µm², Worst Path Required 0.88 ns, chip width 80 µm, Post-route DRC 0, CP Capture Point rst, starting density of the core 6.89%, setup_tns -0.115 ns, Synth Warn # 2, vias in the first global route 150, initial antenna violation count 0, ys cells 13, run status finished, violations left, Std-Cell Rows 21, Bufs on Longest Clock Path 2, Async SR Flop Fraction 14.3%, Vias 133, number of warnings in the stage logs 27, Worst setup SP type flop, largest net degree at the start of global routing 8
-- layout by cell type, fill, tap and decap left out --
cell and n:
inv_1 1, buf_4 1, buf_6 2, or2_1 1
clkdlybuf4s15_1 1, buf_2 1, nand2_1 1, xnor2_1 1
nor2_1 2, dfrtp_1 1, clkbuf_1 1, clkdlybuf4s50_1 3
clkbuf_4 3, edfxtp_1 6
-- how the worst min path moves through the flow --
stage	to	slack [ns]	cells after the start
6_report	source_talking	0.28	3
4_1_cts	source_talking	0.28	3
5_1_grt	source_talking	0.32	3
-- state kept, by name, indices dropped and copies added (netlist names) --
name / cells
d_out_shift: 5
source_talking: 1
source_talking_d1: 1
-- where the power goes --
group	switching (mW)	internal, mW	total [mW]
combinational	0.0161	0.0306	0.0468
sequential	0.00560	0.309	0.314
clock	0.0940	0.138	0.232
-- per-stage QoR --
step                      hold slack (ns)  cell area, µm²
after global routing                0.316             394
after detailed placement            0.405             368
after global placement              0.402             368
after floorplan                    0.0269             235
after CTS                           0.281             393
final                               0.282             394
-- metal layers --
layer	track usage (%)	part of all wire, %
met5	0	0
met4	0	0
met3	2.73	33
met2	1.36	24
met1	1.50	43
-- what timing repair did --
action                     in CTS  in global routing
pin swaps                       2                  2
setup endpoints to repair       3                  3
gates resized                   9                  1
hold buffers                    0                  0
-- critical path, cell delays in order (launching register included) --
cell and delay (ns):
dfrtp_1 0.39, xnor2_1 0.18, nand2_1 0.06, buf_2 0.11
-- final cells by class --
| type | count | area, µm² |
|---|---|---|
| fillers | 388 | 3020 |
| repair buffers | 8 | 75.1 |
| clock buffers | 4 | 26.3 |
| flip-flops and latches | 7 | 205 |
| multi-input cells | 5 | 26.3 |
| well taps | 46 | 57.6 |
| inverters | 1 | 3.75 |
-- logic make-up (layout without fill, tap and decap cells) --
logic type | after synthesis | after routing | synth area share (%)
AND/OR/NAND/NOR | 4 | 4 | 7.45
flip-flops | 7 | 7 | 87.2
XOR/XNOR | 1 | 1 | 3.72
buffers and inverters | 1 | 13 | 1.59
Power figures rest on the tool's default switching activity, not on a simulated workload.
